==> ./design.v <==
package Pipe_Buf_Reg_PKG;
  typedef struct packed {
    logic [8:0]  Curr_Pc;
    logic [31:0] Curr_Instr;
  } if_id_reg;
  typedef struct packed {
    logic        ALUSrc;
    logic        MemtoReg;
    logic        RegWrite;
    logic        MemRead;
    logic        MemWrite;
    logic [1:0]  ALUOp;
    logic        Branch;
    logic [8:0]  Curr_Pc;
    logic [31:0] RD_One;
    logic [31:0] RD_Two;
    logic [4:0]  RS_One;
    logic [4:0]  RS_Two;
    logic [4:0]  rd;
    logic [31:0] ImmG;
    logic [2:0]  func3;
    logic [6:0]  func7;
    logic [31:0] Curr_Instr;
  } id_ex_reg;
  typedef struct packed {
    logic        RegWrite;
    logic        MemtoReg;
    logic        MemRead;
    logic        MemWrite;
    logic [31:0] Pc_Imm;
    logic [31:0] Pc_Four;
    logic [31:0] Imm_Out;
    logic [31:0] Alu_Result;
    logic [31:0] RD_Two;
    logic [4:0]  rd;
    logic [2:0]  func3;
    logic [6:0]  func7;
    logic [31:0] Curr_Instr;
  } ex_mem_reg;
  typedef struct packed {
    logic        RegWrite;
    logic        MemtoReg;
    logic [31:0] Pc_Imm;
    logic [31:0] Pc_Four;
    logic [31:0] Imm_Out;
    logic [31:0] Alu_Result;
    logic [31:0] MemReadData;
    logic [4:0]  rd;
    logic [31:0] Curr_Instr;
  } mem_wb_reg;
endpackage
`timescale 1ns / 1ps
module BranchUnit #(
    parameter PC_W = 9
) (
    input logic [PC_W-1:0] Cur_PC,
    input logic [31:0] Imm,
    input logic Branch,
    input logic [31:0] AluResult,
    output logic [31:0] PC_Imm,
    output logic [31:0] PC_Four,
    output logic [31:0] BrPC,
    output logic PcSel
);
  logic Branch_Sel;
  logic [31:0] PC_Full;
  assign PC_Full = {23'b0, Cur_PC};
  assign PC_Imm = PC_Full + Imm;
  assign PC_Four = PC_Full + 32'b100;
  assign Branch_Sel = Branch && AluResult[0];   
  assign BrPC = (Branch_Sel) ? PC_Imm : 32'b0;   
  assign PcSel = Branch_Sel;   
endmodule
==> ./run.sh <==
#!/bin/bash
# OpenROAD 26Q1-2900-gdf79404cd8, Yosys 0.63+post, stock flow scripts
make -C /OpenROAD-flow-scripts/flow DESIGN_CONFIG=/design/flow/config.mk WORK_HOME=/design/flow/orfs finish
==> ./config.mk <==
export PLATFORM = sky130hd
export DESIGN_NAME = BranchUnit
export DESIGN_NICKNAME = BranchUnit
export VERILOG_FILES = /design/flow/design.v
export SDC_FILE = /design/flow/constraint.sdc
export NUM_CORES = 4
export LEC_CHECK = 1
export CORE_AREA = 10 10 93 93
export DIE_AREA = 0 0 103 103
==> ./constraint.sdc <==
current_design BranchUnit

set clk_period 11.1
set clk_io_pct 0.2

create_clock -name clk0 -period $clk_period

set non_clock_inputs [all_inputs -no_clocks]
set_input_delay [expr $clk_period * $clk_io_pct] -clock clk0 $non_clock_inputs
set_output_delay [expr $clk_period * $clk_io_pct] -clock clk0 [all_outputs]
==> out/metrics.yaml <==
layout:
  drive_above_1_share_pct: 2.91
  final_area_um2: 2820
  seq_area_um2: 0
  clkbuf_count: 0
  area_delta_synth_final_pct: 69.3
  flops: 0
  fin_util_pct: 41.8
synth:
  synth_area_um2: 1670
  ys_sh_mux_pct: 6.61
  netlist_top_cells_count: "nand2_1 (28), buf_4 (24), xnor2_1 (18)"
  avgSynthCellArea_um2: 7.06
  ys_sh_aoi_pct: 20.3
  yosys_cells: 236
  ys_sh_adder_pct: 8.71
  yosys.stat.chipArea_um2: 1670
  top_cell_area_share_pct: 10.8
  top_cell: "nand2_1"
  synth.distinct_cells: 43
  yosysWarningCount: 0
  logic_family: "simple AND/OR/NAND/NOR gates"
  syn_inst: 236
  yosys.area.top_type: "buf_4"
  xor_area_share_pct: 16.8
  simple_gate_area_share_pct: 33.9
  ys_seq_share_pct: 0
  area_leaders: "buf_4 (11%), xnor2_1 (9.5%), ha_1 (7.5%)"
place:
  io_buffers: 118
  place_congestion: 0.809
  dp_hpwl_um: 5650
  placed_cell_area_um2: 2820
worst_setup_path:
  slowest_stage: "o21ai_2"
  path_max_fanout: 14
  slowest_delay_ns: 0.56
  worstPathCellList: "clkdlybuf4s50_1, ha_1, a21o_1, a31o_2, o21ai_2, a21boi_0, nor3b_1, clkdlybuf4s50_1"
  startpoint_type: "input pin"
  arrival_ns: 5.17
  path_delay_family: "AND-OR/OR-AND gates"
  cp_common_cell: "clkdlybuf4s50_1"
  setup.worst_path.end_class: "output port"
  path_buffers: 2
  crit_type: "input pin to output port"
  crit_required_ns: 8.88
clocking:
  ctsHoldBuffers: 0
  cts_resized: 0
  cts_setup_buffers: 0
power_and_ir_drop:
  total_power_w: 0.000109
  ir_worst_vdd_mv: 0.0123
  p_leak_nw: 1.08
  p_per_area_nw_per_um2: 38.5
floorplan:
  die_area_um2: 10600
  coreArea_um2: 6760
  fp-row-count: 30
  die_w_um: 103
  die_y_um: 103
  io_pins: 171
  fp_util_pct: 24.7
global_routing:
  grt_use_met3_pct: 2.17
  gr-total-overflow: 0
  grt.busiest_layer: "met2"
  grt_max_degree: 34
  grt_pass1_wl_um: 9670
  grt_use_met1_pct: 14.4
  grt_usage_pct: 11.2
  first_global_vias: 1920
  antenna_found_initial: 0
  met2_usage_pct: 19.8
routing:
  wl_um: 6560
  drc_errors: 0
  drt-initial-drc-count: 63
  viasPerCell: 4.59
  wl_per_cell_um: 15.5
  drt_pass1_iterations: 3
  vias: 1947
  antenna_left: 0
  antennaDiodeCount: 0
sta:
  rsz0062_at_grt: "no"
  finalMaxSlewViolations: 0
  fmax_mhz: 135
  finalHoldViolCount: 0
  tightest_slew_ns: 0.675
  whs_ns: 5.29
  fin_tns_setup_ns: 0
  fin_crit_sh_pct: 66.6
  relSlewSlack_pct: 55.0
  layout_min_cycle_time_ns: 7.39
  setup_viol: 0
worst_hold_path:
  hp-class: "input pin to output port"
job:
  drv_cap: 0
  warnings: 63
run_status:
  status: "finished, final reports clean"
metrics by stage:
step / cells / setup WS [ns]
floorplan: 257 / 5.03
global placement: 424 / 3.70
detailed placement: 424 / 3.71
CTS: 424 / 3.67
global route: 424 / 3.47
finish: 424 / 3.71
layer usage:
metal  up-vias  wire (µm)  share of wire [%]
met4         0         31               0.47
li1       1015          -                  -
met3         2        446                6.8
met1       869       2890                 44
met5         -          0                  0
met2        61       3190                 49
power breakdown:
group	total, W	internal [W]	switching [W]
Clock	0	0	0
Combinational	0.000109	0.0000659	0.0000428
Sequential	0	0	0
cell usage in the layout, fill, tap and decap left out, drive strengths merged, types with 2 or more instances in the layout:
cell type	count
nand2	28
o2111ai	6
o211ai	2
o21ai	4
nor3	3
nand3	10
ha	10
nor2b	3
inv	3
nand4	8
xor2	14
nand3b	2
and3	9
nor2	8
a211oi	2
a21oi	17
conb	22
o21bai	2
mux2i	11
xnor2	18
a21boi	2
and2	15
nand2b	10
a2111o	2
a21o	2
nor3b	2
clkdlybuf4s50	118
path summary, 6_finish.rpt:
| check | slack [ns] | startpoint | cells past startpoint | end |
|---|---|---|---|---|
| worst min-delay path | 5.29 | Cur_PC[0] | 2 | PC_Four[0] |
| worst max-delay path | 3.71 | Cur_PC[4] | 8 | BrPC[9] |
cell families after synthesis:
kind of cell | count (synthesis)
adder cells (fa/ha/maj) | 11
AND-OR/OR-AND | 46
AND/OR/NAND/NOR | 100
XOR/XNOR | 32
multiplexers | 11
buffers and inverters | 35
other | 1
layout make-up:
type | count | area, µm²
fillers | 680 | 3940
multi-input cells | 222 | 1520
repair buffers | 119 | 1190
well taps | 80 | 100
inverters | 3 | 11.3
Power and IR drop assume default switching activity.

File: /design/flow/config.mk
export PLATFORM = sky130hd
export DESIGN_NAME = alu
export DESIGN_NICKNAME = alu
export VERILOG_FILES = /design/flow/design.v
export SDC_FILE = /design/flow/constraint.sdc
export NUM_CORES = 4
export LEC_CHECK = 1
export CORE_UTILIZATION = 30
File: /design/flow/constraint.sdc
current_design alu

set clk_period 13.9
set clk_io_pct 0.2

create_clock -name clk0 -period $clk_period

set non_clock_inputs [all_inputs -no_clocks]
set_input_delay [expr $clk_period * $clk_io_pct] -clock clk0 $non_clock_inputs
set_output_delay [expr $clk_period * $clk_io_pct] -clock clk0 [all_outputs]
File: /design/flow/design.v
package Pipe_Buf_Reg_PKG;
  typedef struct packed {
    logic [8:0]  Curr_Pc;
    logic [31:0] Curr_Instr;
  } if_id_reg;
  typedef struct packed {
    logic        ALUSrc;
    logic        MemtoReg;
    logic        RegWrite;
    logic        MemRead;
    logic        MemWrite;
    logic [1:0]  ALUOp;
    logic        Branch;
    logic [8:0]  Curr_Pc;
    logic [31:0] RD_One;
    logic [31:0] RD_Two;
    logic [4:0]  RS_One;
    logic [4:0]  RS_Two;
    logic [4:0]  rd;
    logic [31:0] ImmG;
    logic [2:0]  func3;
    logic [6:0]  func7;
    logic [31:0] Curr_Instr;
  } id_ex_reg;
  typedef struct packed {
    logic        RegWrite;
    logic        MemtoReg;
    logic        MemRead;
    logic        MemWrite;
    logic [31:0] Pc_Imm;
    logic [31:0] Pc_Four;
    logic [31:0] Imm_Out;
    logic [31:0] Alu_Result;
    logic [31:0] RD_Two;
    logic [4:0]  rd;
    logic [2:0]  func3;
    logic [6:0]  func7;
    logic [31:0] Curr_Instr;
  } ex_mem_reg;
  typedef struct packed {
    logic        RegWrite;
    logic        MemtoReg;
    logic [31:0] Pc_Imm;
    logic [31:0] Pc_Four;
    logic [31:0] Imm_Out;
    logic [31:0] Alu_Result;
    logic [31:0] MemReadData;
    logic [4:0]  rd;
    logic [31:0] Curr_Instr;
  } mem_wb_reg;
endpackage
`timescale 1ns / 1ps
module alu#(
        parameter DATA_WIDTH = 32,
        parameter OPCODE_LENGTH = 4
        )
        (
        input logic [DATA_WIDTH-1:0]    SrcA,
        input logic [DATA_WIDTH-1:0]    SrcB,
        input logic [OPCODE_LENGTH-1:0]    Operation,
        output logic[DATA_WIDTH-1:0] ALUResult
        );
        always_comb
        begin
            case(Operation)
            4'b0000:         
                    ALUResult = SrcA & SrcB;
            4'b0001:         
                    ALUResult = SrcA | SrcB; 
            4'b0101:         
                    ALUResult = SrcA ^ SrcB; 
            4'b0010:         
                    ALUResult = SrcA + SrcB;
            4'b0110:         
                    ALUResult = SrcA - SrcB;
            4'b1000:         
                    ALUResult = (SrcA == SrcB) ? 1 : 0;
            default:
                    ALUResult = 0;
            endcase
        end
endmodule
File: /design/flow/run.sh
#!/bin/bash
# OpenROAD 26Q1-2900-gdf79404cd8, Yosys 0.63+post, stock flow scripts
make -C /OpenROAD-flow-scripts/flow DESIGN_CONFIG=/design/flow/config.mk WORK_HOME=/design/flow/orfs finish
==> summary.txt <==
fresh numbers from the pnr run: Crit path buffers/inverters=3, critical path cell sequence=clkdlybuf4s50_1 > inv_1 > ha_1 > a211oi_1 > o211ai_1 > a221o_1 > a31o_2 > a31oi_1 > o31ai_1 > a311oi_1 > a21oi_1 > xnor2_1 > a221o_1 > clkdlybuf4s50_1, synth warn=1, GRT overflow=0, most frequent logic cell in the layout=ha_1, Final min period=9.58 ns, Synth Seq Share=0, AO/OA Area Share=0.345, setup TNS=0 ns, total die area=0.0156 mm², Adder Share, Synth=0.290, Post-CTS Hold Buffers=0, crit end category=output port, Port Buffers=100, Unique cell types=68, Clock buffer cells=0, Max-Cap Viols=0, hpwl dp=11.3 mm, RSZ-0062 raised after global routing=no, final antenna-violating net count=0, global-route wire length before repair=23.4 mm, layout cells sized above 1=0.0323, Top non-seq family=AND-OR/OR-AND gates, Resized cells post-CTS=0, wire per inst=15.1 µm, WL met3=593 µm, most common logic cells in the final layout=ha_1 (102), clkdlybuf4s50_1 (99), inv_1 (90), Hold Vio Cnt, Final=0, largest net degree at the start of global routing=57, pre-CTS setup slack=4.35 ns, simple share=0.190, number of global-route vias before repair=4725, Detailed Routing Iterations Pass 1=21, Met1 Wirelength=6.73 mm, area of the mapped netlist=0.00453 mm², CP startpoint kind=input pin, Die Y=125 µm, critical path's slowest cell=clkdlybuf4s50_1, Mean Syn Cell Area=6.70 µm², PnR worst setup slack=4.32 ns, fin. max-slew vios=0, Tightest Pin Transition=0.764 ns, all-layer global routing usage=0.181, number of warnings in the stage logs=102, initial antenna violation count=0, Crit path arrival time=6.80 ns, XOR Share, Synth=0.0290, Avg Vias per Cell=5.26, met2 wire length=6.57 mm, RD Place Congestion=0.888, Flops=0, Hold Crit Class=input pin to output port, Core ar.=0.0146 mm², run status=completed, crit path kind=input pin to output port, Post-synth mux share=0.0135, Post-Syn Instances=676, Worst path max stage delay=0.51 ns, setup violators final=0, Max Clk Rate=104 MHz, Reg area=0 µm², Synth-to-Final Area Change=22.8%, post-layout period usage=0.689, Init Core Util=0.309, antenna cells=0, WL final=14.0 mm, Peak VDD IR=0.0000145 V, max_slew headroom=0.490, Pleak=0.00258 µW, yosys cell count=676, synthesis area per yosys=0.00453 mm², setup bufs post-CTS=0, CP top delay family=AND-OR/OR-AND gates, Rows=44, DRT iter0 DRCs=327, DRC=0, highest routed layer=met4, Ports=100, CP Data Required Time=11.12 ns, via count=4884, Max FO, Critical Path=4, Horiz. Die Dim=125 µm, Power Density=34.9 mW/mm²
## worst min-delay path, stage by stage
cell	delay (ns)
clkdlybuf4s50_1	0.44
inv_1	0.09
ha_1	0.13
o211ai_1	0.09
clkdlybuf4s50_1	0.41
## through the flow
step / cell area, µm² / power [µW] / hold slack, ns / instances / utilization
6_report: 5570 / 194 / 6.71 / 928 / 0.380
5_1_grt: 5570 / 217 / 6.76 / 928 / 0.380
4_1_cts: 5570 / 194 / 6.73 / 928 / 0.380
3_5_place_dp: 5570 / 193 / 6.72 / 928 / 0.380
3_3_place_gp: 5570 / 194 / 6.72 / 928 / 0.380
2_1_floorplan: 4530 / 126 / 5.69 / 676 / -
## layer usage
| layer | global-route usage | vias to the layer above |
|---|---|---|
| met3 | 0.00876 | 9 |
| met2 | 0.310 | 125 |
| met4 | 0.0187 | 0 |
| li1 | - | 2551 |
| met5 | 0 | - |
| met1 | 0.260 | 2199 |
## path summary, 6_finish.rpt
path	cells after the start	end	from
worst max-delay path	14	ALUResult[25]	SrcA[1]
worst min-delay path	5	ALUResult[4]	SrcB[4]
## Yosys cell counts (all sizes together), types with 7 or more instances
cell / number / share of area
nor2: 66 / 0.055
nor4: 12 / 0.018
o211ai: 13 / 0.022
o21bai: 10 / 0.017
ha: 102 / 0.28
nand2b: 9 / 0.012
a21oi: 78 / 0.086
a21o: 11 / 0.019
nand2: 36 / 0.030
clkbuf: 20 / 0.017
nor3: 14 / 0.015
xnor2: 12 / 0.023
o22ai: 9 / 0.012
a221oi: 11 / 0.021
nand3: 15 / 0.017
a221o: 7 / 0.015
inv: 93 / 0.077
o21ai: 45 / 0.050
buf: 18 / 0.036
## layout make-up
cell class | instances | area (µm²)
multi-input combinational | 544 | 3940
inverter | 93 | 349
fill | 1597 | 9080
tap | 184 | 230
timing repair buffer | 107 | 1050
## cell families (layout without fill, tap and decap cells)
family	count (synthesis)	after routing
buffers and inverters	132	200
multiplexers	6	6
AND-OR/OR-AND	239	239
AND/OR/NAND/NOR	180	180
XOR/XNOR	15	15
adder cells (fa/ha/maj)	104	104
## power by group
| group | switching (µW) | total, µW | internal, µW |
|---|---|---|---|
| sequential | 0 | 0 | 0 |
| combinational | 105 | 194 | 89.6 |
| clock | 0 | 0 | 0 |
Power is estimated from default activity; no workload was simulated.

## flow/design.v

```verilog
package Pipe_Buf_Reg_PKG;
  typedef struct packed {
    logic [8:0]  Curr_Pc;
    logic [31:0] Curr_Instr;
  } if_id_reg;
  typedef struct packed {
    logic        ALUSrc;
    logic        MemtoReg;
    logic        RegWrite;
    logic        MemRead;
    logic        MemWrite;
    logic [1:0]  ALUOp;
    logic        Branch;
    logic [8:0]  Curr_Pc;
    logic [31:0] RD_One;
    logic [31:0] RD_Two;
    logic [4:0]  RS_One;
    logic [4:0]  RS_Two;
    logic [4:0]  rd;
    logic [31:0] ImmG;
    logic [2:0]  func3;
    logic [6:0]  func7;
    logic [31:0] Curr_Instr;
  } id_ex_reg;
  typedef struct packed {
    logic        RegWrite;
    logic        MemtoReg;
    logic        MemRead;
    logic        MemWrite;
    logic [31:0] Pc_Imm;
    logic [31:0] Pc_Four;
    logic [31:0] Imm_Out;
    logic [31:0] Alu_Result;
    logic [31:0] RD_Two;
    logic [4:0]  rd;
    logic [2:0]  func3;
    logic [6:0]  func7;
    logic [31:0] Curr_Instr;
  } ex_mem_reg;
  typedef struct packed {
    logic        RegWrite;
    logic        MemtoReg;
    logic [31:0] Pc_Imm;
    logic [31:0] Pc_Four;
    logic [31:0] Imm_Out;
    logic [31:0] Alu_Result;
    logic [31:0] MemReadData;
    logic [4:0]  rd;
    logic [31:0] Curr_Instr;
  } mem_wb_reg;
endpackage
`timescale 1ns / 1ps
module RegFile #(
    parameter DATA_WIDTH = 32,   
    parameter ADDRESS_WIDTH = 5,   
    parameter NUM_REGS = 32
) (
    input clk,   
    input rst,   
    input rg_wrt_en,   
    input  [ADDRESS_WIDTH-1:0] rg_wrt_dest,  
    input [ADDRESS_WIDTH-1:0] rg_rd_addr1,   
    input [ADDRESS_WIDTH-1:0] rg_rd_addr2,   
    input  [DATA_WIDTH-1:0] rg_wrt_data,  
    output logic [DATA_WIDTH-1:0] rg_rd_data1,   
    output logic [DATA_WIDTH-1:0] rg_rd_data2    
);
  integer i;
  logic [DATA_WIDTH-1:0] register_file[NUM_REGS-1:0];
  always @(negedge clk) begin
    if (rst == 1'b1) for (i = 0; i < NUM_REGS; i = i + 1) register_file[i] <= 0;
    else if (rst == 1'b0 && rg_wrt_en == 1'b1) begin
      register_file[rg_wrt_dest] <= rg_wrt_data;
    end
  end
  assign rg_rd_data1 = register_file[rg_rd_addr1];
  assign rg_rd_data2 = register_file[rg_rd_addr2];
endmodule
```

## flow/run.sh

```bash
#!/bin/bash
# OpenROAD 26Q1-2900-gdf79404cd8, Yosys 0.63+post, stock flow scripts
make -C /OpenROAD-flow-scripts/flow DESIGN_CONFIG=/design/flow/config.mk WORK_HOME=/design/flow/orfs finish
```

## flow/config.mk

```make
export PLATFORM = sky130hd
export DESIGN_NAME = RegFile
export DESIGN_NICKNAME = RegFile
export VERILOG_FILES = /design/flow/design.v
export SDC_FILE = /design/flow/constraint.sdc
export NUM_CORES = 4
export LEC_CHECK = 1
export CORE_UTILIZATION = 40
```

## flow/constraint.sdc

```tcl
current_design RegFile

set clk_period 11.7
set clk_io_pct 0.2

create_clock -name clk0 -period $clk_period [get_ports {clk}]

set non_clock_inputs [all_inputs -no_clocks]
set_input_delay [expr $clk_period * $clk_io_pct] -clock clk0 $non_clock_inputs
set_output_delay [expr $clk_period * $clk_io_pct] -clock clk0 [all_outputs]
```

==> run summary <==
run results: final instance area=67300 sq um, crit path capture type=output pin, Pins Over Slew Limit=0, CP Data Arrival Time=8.65 ns, Worst-Margin Slew=~0.8 ns, CTS tree=done, post-CTS setup buffer count=0, DP Cell Count=6362, initial antenna violation count=12, total power=10.7 mW, number of port buffers=113, Post-Syn Area=between 50000 and 60000 sq um, antenna viol nets, final=0, die width=roughly 380 um, # setup viols final=0, critical path data required time=around 9.4 ns, final setup margin=between 0.7 and 0.8 ns, final core utilization=0.482, DR pass1 iterations=6, Ys Warns=1, MaxCap Viol Count=0, Pleak=around 30 nW, register share after synthesis=0.547, hold path cells=6, status=finished, final reports clean, CTS Buf Count=roughly 120, DPL Wire Length=around 110 mm, Hold Path Sink=rg_rd_data2[17], global route overflow=0, Regs by FF count=register_file x1024, Core Area=140000 sq um, WL/cell=25.7 um, Reg clk slew, reported paths=about 0.03 ns, vias after detailed routing=41600, placed inst area=59400 sq um, Initial Util=0.403, GRT Overall Usage=0.293, IO Count=114, Top cell excl fill/tap=inv_1, Slew Limit Headroom=0.467, most flop-heavy register=register_file, syn avg cell area=12.1 sq um, cts repair resizes=0, max reg flops=1024, #FFs+latches synth=between 1000 and 1500, 1st-iter DRT viols=between 2000 and 3000, Die Height=approximately 380 um, clk buf depth=3, Placement Setup Slack=0.665 ns, Final Non-Filler Cells=7604, Fill cells=~12000, clk root buf=clkbuf_16, Mapped Cells=4641, H-tree levels=3, crit start category=register, hold path start=rg_rd_addr2[1], Sink Count=1024, vias in the first global route=around 44000, die area=142000 sq um, CTS Hold Bufs=0, tool warnings=between 1000 and 1500, largest net degree at the start of global routing=95, # Cells Yosys=~4600, Std-Cell Rows=around 140, Final Hold Violation Tally=0, hold crit path type=in2out, drt via density=between 5 and 6, area grow syn2layout=19.7%, Fin Hold WS=between 5 and 6 ns, unrepaired setup endpoints after global routing=no, drt total wl=between 150 and 200 mm, most frequent cells in the layout=1061 x inv_1, 1024 x and2_1, 1024 x mux2i_1, 1024 x edfxtp_1, 194 x nand2_1, Yosys Chip Area=roughly 56000 sq um, first-pass GRT wire length=approximately 280 mm, setup TNS=0 ns, critical path class=reg2out, Synth cell types=31, worst vdd ir=127 uV, layout cells sized above 1=0.0776, crit path max fanout=2, power per cell area=159 nW/um^2, gp weighted congestion=~0.9, Residual DRC=0
synthesized netlist by cell type (all sizes together):
master,number,area (sq um)
a31oi,64,400
or2,34,213
or3b,2,22.5
buf,179,1180
a21oi,192,961
nor2b,5,31.3
or3,2,17.5
nand3,194,976
clkbuf,269,1040
inv,1,3.75
a22o,128,1120
and2,1026,6420
mux2i,1024,10200
a22oi,192,1440
nand2b,5,31.3
nor3,64,320
nor2,36,245
edfxtp,1024,30700
nand3b,4,33.8
nand2,196,736
routing by layer:
metal	wire [um]	part of all wire	vias to the layer above	track usage
li1	-	-	19000	-
met1	71200	0.37	20100	0.345
met2	88700	0.45	2102	0.417
met3	26600	0.14	436	0.194
met4	8060	0.041	24	0.138
met5	611	0.0031	-	0.0271
layout make-up:
type                       instances  area, sq um  share of cell area
sequential                      1024        30700               0.457
multi-input combinational       3168        23400               0.348
clock inverter                  1119         4920              0.0731
clock buffer                     119         2980              0.0443
timing repair buffer             293         2840              0.0423
tap                             1876         2350              0.0349
antenna                            5         12.5            0.000186
cell families (layout without fill, tap and decap cells):
kind of cell | after synthesis | in the layout | synth area share
AND-OR/OR-AND | 576 | 576 | 0.0698
buffers and inverters | 449 | 1531 | 0.0397
flip-flops | 1024 | 1024 | 0.547
multiplexers | 1024 | 1024 | 0.182
other | 0 | 5 | 0
AND/OR/NAND/NOR | 1568 | 1568 | 0.161
worst max-delay path, stage by stage (launching register included):
cell and delay, ns:
edfxtp_1 0.38, mux2i_1 0.16, a22o_1 0.18, nor3_1 0.08, a31oi_1 0.43, nand3_1 0.34
clkdlybuf4s50_1 0.50
where the power goes:
part	internal [mW]	switching, mW	leakage (nW)	total [mW]
logic	0.399	0.676	12.8	1.07
clock network	2.81	2.43	7.50	5.24
registers	4.27	0.0997	9.74	4.37
total	7.47	3.20	30.1	10.7
worst max-delay path by stage:
stage                                 startpoint              end  slack (ns)  depth (start not counted)
CTS           register_file[7][16]$_SDFFCE_NN0P_  rg_rd_data1[16]        0.71                          6
global route   register_file[7][5]$_SDFFCE_NN0P_   rg_rd_data2[5]        0.59                          6
finish         register_file[7][5]$_SDFFCE_NN0P_   rg_rd_data2[5]        0.71                          6
Power figures rest on the tool's default switching activity, not on a simulated workload.
